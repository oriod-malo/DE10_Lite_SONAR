==> flow/config.mk <==
export PLATFORM = sky130hd
export DESIGN_NAME = bin2bcd_sequential
export DESIGN_NICKNAME = bin2bcd_sequential
export VERILOG_FILES = /design/flow/design.v
export SDC_FILE = /design/flow/constraint.sdc
export NUM_CORES = 4
export LEC_CHECK = 1
export CORE_UTILIZATION = 50
==> flow/constraint.sdc <==
current_design bin2bcd_sequential

set clk_period 24.7
set clk_io_pct 0.2

create_clock -name clk0 -period $clk_period

set non_clock_inputs [all_inputs -no_clocks]
set_input_delay [expr $clk_period * $clk_io_pct] -clock clk0 $non_clock_inputs
set_output_delay [expr $clk_period * $clk_io_pct] -clock clk0 [all_outputs]
==> flow/design.v <==
module bin2bcd_sequential
(
	input[18:0]bin,
	output reg[23:0] bcd);
	integer i;
	always @(bin) begin
	bcd = 0;
	for (i=0;i<19;i=i+1) begin
		if (bcd[3:0] >= 5) bcd[3:0] = bcd[3:0] + 3;
		if (bcd[7:4] >= 5) bcd[7:4] = bcd[7:4] + 3;
		if (bcd[11:8] >= 5) bcd[11:8] = bcd[11:8] + 3;
		if (bcd[15:12] >= 5) bcd[15:12] = bcd[15:12] + 3;
		if (bcd[19:16] >= 5) bcd[19:16] = bcd[19:16] + 3;
		if (bcd[23:20] >= 5) bcd[23:20] = bcd[23:20] + 3;
		bcd = {bcd[22:0],bin[18-i]};
	end
end
endmodule
==> flow/run.sh <==
#!/bin/bash
# OpenROAD 26Q1-2900-gdf79404cd8, Yosys 0.63+post, stock flow scripts
make -C /OpenROAD-flow-scripts/flow DESIGN_CONFIG=/design/flow/config.mk WORK_HOME=/design/flow/orfs finish
==> tab_implementation.tex <==
% Implementation results table
\begin{tabular}{lr}
\hline
Metric & Value \\
\hline
\multicolumn{2}{l}{\textbf{Floorplan}} \\
\quad Rows & around 46 \\
\quad Overall die height & 130 um \\
\quad Die span in x & around 130 um \\
\quad Starting density of the core & 0.513 \\
\quad Standard cell core area & 15,900 sq um \\
\quad Total die size & $\sim$17,000 sq um \\
\quad Number of top-level pins & 43 \\
\multicolumn{2}{l}{\textbf{STA}} \\
\quad Worst Max-Slew Pin Slew & 0.831 ns \\
\quad Cycle use final & 0.959 \\
\quad Number of setup violations in the final report & 0 \\
\quad Max\_slew headroom & 0.439 \\
\quad Minimum setup slack in the final design & 1.02 ns \\
\quad Maximum operating frequency & 42.2 MHz \\
\quad Fin Hold WS & roughly 9.9 ns \\
\quad Final total negative setup slack & 0 ns \\
\quad Max Transition Viols Final & 0 \\
\quad Period minus WS final & 23.68 ns \\
\quad Final count of hold timing violations & 0 \\
\multicolumn{2}{l}{\textbf{Drt}} \\
\quad Total Routed Length & 21.6 mm \\
\quad Average vias per placed instance & around 6.6 \\
\quad Diodes inserted & 0 \\
\quad Remaining design rule violation count & 0 \\
\quad Detailed-routing iteration count for the pre-antenna-repair pass & 7 \\
\quad Count of routing violations after the opening detailed-route iteration & 767 \\
\quad Per-cell routed wire length & between 10 and 15 um \\
\quad Number of nets still failing antenna checks after routing & 0 \\
\quad Vias post-DR & 9,551 \\
\multicolumn{2}{l}{\textbf{Min path}} \\
\quad Worst min path class & input port to output pin \\
\multicolumn{2}{l}{\textbf{Layout}} \\
\quad Final instance count without filler cells & approximately 1.5k \\
\quad Area added between synthesis and finish & 11.6\% \\
\quad Registers & 0 \\
\quad Final Util & 0.573 \\
\quad FILL cells & 1,533 \\
\quad Ratio of cells with drive above 1 in the final layout & 0.146 \\
\quad Total non-filler cell area in the finished layout & 9130 sq um \\
\quad Logic area & 7920 sq um \\
\quad Area used by sequential logic in the layout & 0 sq um \\
\quad Count of clock-net buffers in the final layout & 0 \\
\multicolumn{2}{l}{\textbf{Global route}} \\
\quad Initial antenna violation count & 0 \\
\quad Overflow after GRT & 0 \\
\quad Overall track demand over capacity in global routing & 0.249 \\
\quad Layer with the highest usage after global routing & met2 \\
\quad Met2 Usage GRT & 0.400 \\
\quad Via count of the first global-routing pass & 7,780 \\
\quad First-pass GRT wire length & 36.1 mm \\
\quad Met1 layer usage reported by global route & 0.384 \\
\quad Met3 global-route usage & 0.00626 \\
\quad Maximum number of pins on one net before global-route repair & 23 \\
\multicolumn{2}{l}{\textbf{Synthesis}} \\
\quad Post-synthesis average cell area & 6.70 sq um \\
\quad Cell type with the largest total area & sky130\_fd\_sc\_hd\_\_ha\_1 \\
\quad Synth warnings & 1 \\
\quad Number of distinct standard cells referenced by the synthesized netlist & roughly 120 \\
\quad Most frequently used cell type in the post-synthesis netlist & sky130\_fd\_sc\_hd\_\_nand2\_1 \\
\quad Share of synthesized area occupied by flip-flops and latches & 0 \\
\quad Yosys stat cell total & between 1k and 1.5k \\
\quad Top cells by area, synth & sky130\_fd\_sc\_hd\_\_ha\_1 5.7\%, sky130\_fd\_sc\_hd\_\_o21ai\_0 5.2\%, sky130\_fd\_sc\_hd\_\_nand2\_1 4.9\%, sky130\_fd\_sc\_hd\_\_nor2\_1 4.8\%, sky130\_fd\_sc\_hd\_\_a21oi\_1 4.5\% \\
\quad Ranking of synthesized cells by instance count & 106 x sky130\_fd\_sc\_hd\_\_nand2\_1, 104 x sky130\_fd\_sc\_hd\_\_nor2\_1, 85 x sky130\_fd\_sc\_hd\_\_o21ai\_0 \\
\quad Area of the mapped netlist & between 8000 and 9000 sq um \\
\quad Chip area in the Yosys report & 8180 sq um \\
\quad Area share of the leading cell type in the synthesized netlist & 0.0566 \\
\quad Synth Instances & 1,222 \\
\multicolumn{2}{l}{\textbf{Run}} \\
\quad Number of max-capacitance violations reported & 0 \\
\quad OpenROAD warning count & 36 \\
\multicolumn{2}{l}{\textbf{Clock tree}} \\
\quad Number of buffers inserted for hold repair after clock tree synthesis & 0 \\
\multicolumn{2}{l}{\textbf{Worst setup path}} \\
\quad Crit path launch type & input port \\
\quad Setup CP Type & input port to output pin \\
\quad Cell with the most instances on the worst path & sky130\_fd\_sc\_hd\_\_ha\_1 \\
\quad Data arrival, critical path & 18.74 ns \\
\quad Kind of end point of the critical path & output pin \\
\quad Critical path fanouts, max & 15 \\
\quad Cell with the biggest individual delay on the critical path & sky130\_fd\_sc\_hd\_\_or4\_1 \\
\quad Critical path data required time & 19.76 ns \\
\quad Worst path max stage delay & 0.57 ns \\
\multicolumn{2}{l}{\textbf{Place}} \\
\quad Dpl ws & -0.0228 ns \\
\quad Dpl hpwl & 16.1 mm \\
\quad Total placed cells including tap cells & between 1k and 1.5k \\
\quad Routability cong. & 0.912 \\
\quad IO Port Bufs & 41 \\
\quad Standard cell area after detailed placement & 8820 sq um \\
\multicolumn{2}{l}{\textbf{Outcome}} \\
\quad Run status & finished, final reports clean \\
\hline
\end{tabular}
[cells in the final DEF, fill, tap and decap left out, types with 9 or more instances in the layout]
cell,n
sky130_fd_sc_hd__a31o_2,13
sky130_fd_sc_hd__a211oi_1,27
sky130_fd_sc_hd__a21oi_1,70
sky130_fd_sc_hd__nand2b_1,19
sky130_fd_sc_hd__or3_1,11
sky130_fd_sc_hd__inv_1,40
sky130_fd_sc_hd__buf_4,44
sky130_fd_sc_hd__a31oi_1,26
sky130_fd_sc_hd__mux2i_1,32
sky130_fd_sc_hd__o21ai_1,13
sky130_fd_sc_hd__clkdlybuf4s50_1,39
sky130_fd_sc_hd__nor4_1,24
sky130_fd_sc_hd__xnor2_1,24
sky130_fd_sc_hd__o21ai_0,85
sky130_fd_sc_hd__o31ai_1,11
sky130_fd_sc_hd__o211ai_1,32
sky130_fd_sc_hd__nand4_1,20
sky130_fd_sc_hd__mux2_2,16
sky130_fd_sc_hd__o21a_1,9
sky130_fd_sc_hd__nor2_1,104
sky130_fd_sc_hd__nor3_1,31
sky130_fd_sc_hd__ha_1,31
sky130_fd_sc_hd__o22ai_1,24
sky130_fd_sc_hd__nand2_1,106
sky130_fd_sc_hd__nand3_1,45
sky130_fd_sc_hd__a21o_1,23
sky130_fd_sc_hd__and2_1,12
[cell type report]
| cell class | instances | area share |
|---|---|---|
| multi-input cells | 1103 | 0.867 |
| well taps | 216 | 0.0296 |
| inverters | 49 | 0.0201 |
| repair buffers | 87 | 0.0833 |
[kinds of logic after synthesis]
group,count (synthesis),share of synthesized area
AND-OR/OR-AND,532,0.490
XOR/XNOR,36,0.0436
adder cells (fa/ha/maj),40,0.0603
buffers and inverters,119,0.0589
multiplexers,59,0.0801
AND/OR/NAND/NOR,436,0.267
[critical path: cells and delay by family]
family | cells | cell delay [ns]
XOR/XNOR | 4 | 0.72
AND-OR/OR-AND | 24 | 5.17
multiplexers | 2 | 0.52
AND/OR/NAND/NOR | 16 | 3.24
adder cells (fa/ha/maj) | 11 | 2.31
buffers and inverters | 11 | 1.83
[per-layer routing]
| metal | vias up | part of all wire |
|---|---|---|
| met5 | - | 0 |
| met2 | 198 | 0.45 |
| li1 | 4913 | - |
| met1 | 4427 | 0.51 |
| met4 | 0 | 0.0052 |
| met3 | 13 | 0.030 |
[worst paths after layout]
check,start,end,slack (ns),depth (start not counted)
max,bin[18],bcd[22],1.02,68
min,bin[0],bcd[0],9.88,0
[what timing repair did]
action                                  CTS  global route
pin swaps                                 0             7
cloned                                    0             0
setup buffers                             0            12
endpoints found under the hold margin     0             0
endpoints found under the setup margin    2            19
resized                                   3            41
